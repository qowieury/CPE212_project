File: design/flow/config.mk
export PLATFORM = sky130hd
export DESIGN_NAME = set_player_score
export DESIGN_NICKNAME = set_player_score
export VERILOG_FILES = /design/flow/design.v
export SDC_FILE = /design/flow/constraint.sdc
export NUM_CORES = 4
export LEC_CHECK = 1
export CORE_AREA = 10 10 73 73
export DIE_AREA = 0 0 83 83
File: design/flow/constraint.sdc
current_design set_player_score

set clk_period 1.3
set clk_io_pct 0.2

create_clock -name clk0 -period $clk_period [get_ports {tog_score_p1}]
create_clock -name clk1 -period $clk_period [get_ports {tog_score_p2}]

set non_clock_inputs [all_inputs -no_clocks]
set_input_delay [expr $clk_period * $clk_io_pct] -clock clk0 $non_clock_inputs
set_output_delay [expr $clk_period * $clk_io_pct] -clock clk0 [all_outputs]
File: design/flow/design.v
module question_inti (bcd_left, bcd_right, tog_equal, bcd_segment, bcd_ans, bcd_state);
  output [3:0]bcd_left, bcd_right;
  output [3:0]bcd_segment, bcd_ans;
  output tog_equal;
  input [3:0]bcd_state;
  reg [3:0]bcd_left, bcd_right;
  reg [3:0]bcd_segment, bcd_ans;
  reg tog_equal;
  always @ (bcd_state) begin
    if (bcd_state == 0) begin
      bcd_left = 1;
      bcd_right = 1;
      tog_equal = 0;
      bcd_segment = 1;
      bcd_ans = 1;
    end
    else if (bcd_state == 1) begin
      bcd_left = 2;
      bcd_right = 2;
      tog_equal = 1;
      bcd_segment = 2;
      bcd_ans = 2;
    end
    else if (bcd_state == 2) begin
      bcd_left = 3;
      bcd_right = 3;
      tog_equal = 0;
      bcd_segment = 3;
      bcd_ans = 3;
    end
    else if (bcd_state == 3) begin
      bcd_left = 4;
      bcd_right = 4;
      tog_equal = 1;
      bcd_segment = 4;
      bcd_ans = 4;
    end
    else if (bcd_state == 4) begin
      bcd_left = 5;
      bcd_right = 5;
      tog_equal = 0;
      bcd_segment = 5;
      bcd_ans = 3;
    end
    else if (bcd_state == 5) begin
      bcd_left = 4;
      bcd_right = 4;
      tog_equal = 1;
      bcd_segment = 4;
      bcd_ans = 2;
    end
    else if (bcd_state == 6) begin
      bcd_left = 3;
      bcd_right = 3;
      tog_equal = 0;
      bcd_segment = 3;
      bcd_ans = 1;
    end
    else if (bcd_state == 7) begin
      bcd_left = 2;
      bcd_right = 2;
      tog_equal = 1;
      bcd_segment = 2;
      bcd_ans = 2;
    end
    else if (bcd_state == 8) begin
      bcd_left = 1;
      bcd_right = 1;
      tog_equal = 0;
      bcd_segment = 1;
      bcd_ans = 3;
    end
    else if (bcd_state == 9) begin
      bcd_left = 1;
      bcd_right = 1;
      tog_equal = 1;
      bcd_segment = 0;
      bcd_ans = 4;
    end
    else begin
      bcd_left = 10;
      bcd_right = 10;
      tog_equal = 10;
      bcd_segment = 0;
      bcd_ans = 10;
    end
  end
endmodule  
module question_show (led_left, led_right, led_equal, bcd_segment, in_left, in_right, in_equal, in_segment);
  output [4:0]led_left, led_right;
  output [3:0]bcd_segment;
  output led_equal;
  input [3:0]in_left, in_right, in_segment;
  input in_equal;
  reg [4:0]led_left, led_right;
  reg [3:0]bcd_segment;
  reg led_equal;
  always @ (1)
  begin
    case (in_left)
      0: led_left = 5'b00000;
      1: led_left = 5'b00001;
      2: led_left = 5'b00011;
      3: led_left = 5'b00111;
      4: led_left = 5'b01111;
      5: led_left = 5'b11111;
      10: led_left = 5'b10101;  
      default: led_left = 5'b01010;
    endcase
    case (in_right)
      0: led_right = 5'b00000;
      1: led_right = 5'b00001;
      2: led_right = 5'b00011;
      3: led_right = 5'b00111;
      4: led_right = 5'b01111;
      5: led_right = 5'b11111;
      10: led_right = 5'b10101;  
      default: led_right = 5'b01010;
    endcase
  end
  always @ (1) begin
    bcd_segment = in_segment;
    led_equal = in_equal;
  end
endmodule  
module score_bcd_translate (led_player, bcd_player_score);
  input [3:0]bcd_player_score;
  output [4:0]led_player;
  reg [4:0]led_player;
  always @ (1) begin
    case (bcd_player_score)
      0: led_player = 5'b00000;
      1: led_player = 5'b00001;
      2: led_player = 5'b00011;
      3: led_player = 5'b00111;
      4: led_player = 5'b01111;
      5: led_player = 5'b11111;
      default: led_player = 5'b00000;
    endcase
  end
endmodule
module click_count_up(bcd, trigger);
  output [3:0]bcd;
  input trigger;
  reg [3:0]bcd;
  always @ ( posedge trigger ) begin
    case (bcd)
      0: bcd = 1;
      1: bcd = 2;
      2: bcd = 3;
      3: bcd = 4;
      4: bcd = 5;
      5: bcd = 6;
      6: bcd = 7;
      7: bcd = 8;
      8: bcd = 9;
      9: bcd = 0;
      default: bcd = 0;
    endcase
  end
endmodule
module set_player_score(toggle_beep, led_score_p1, led_score_p2, tog_score_p1, tog_score_p2);
  output [4:0]led_score_p1, led_score_p2;
  output toggle_beep;
  input tog_score_p1, tog_score_p2;
  reg toggle_beep;
  wire [3:0]score_p1, score_p2;
  click_count_up cku_p1(score_p1, tog_score_p1);
  click_count_up cku_p2(score_p2, tog_score_p2);
  score_bcd_translate sbcdt1(led_score_p1, score_p1);
  score_bcd_translate sbcdt2(led_score_p2, score_p2);
  always @(1) begin
    if (score_p1 >= 5 || score_p2 >= 5) begin
      toggle_beep = 1;
    end
    else begin
      toggle_beep = 0;
    end
  end
endmodule
File: design/flow/run.sh
#!/bin/bash
# OpenROAD 26Q1-2900-gdf79404cd8, Yosys 0.63+post, stock flow scripts
make -C /OpenROAD-flow-scripts/flow DESIGN_CONFIG=/design/flow/config.mk WORK_HOME=/design/flow/orfs finish
==> results.json <==
{
  "worst_slew_pin_slew_ns": 0.259,
  "num_io_pins": 13,
  "via_count": 641,
  "setup_tns_ns": -2.35,
  "failed_checks": "negative setup slack",
  "synth.top_cells.by_area": "sky130_fd_sc_hd__dfxtp_1 27%, sky130_fd_sc_hd__ha_1 26%, sky130_fd_sc_hd__nand2b_1 6.4%, sky130_fd_sc_hd__inv_1 3.9%, sky130_fd_sc_hd__nor2_1 3.9%",
  "top_area_share_pct": 27.5,
  "chip_height_um": 83,
  "cts.hold.buffers_added": 0,
  "initialDrtViolationCount": 17,
  "layout-drive-gt1-share_pct": 72.2,
  "port_buffers": 11,
  "synth-async-reset-ratio_pct": 0,
  "fill_cells": 363,
  "critical_path.max_fanout": 3,
  "hold_violations": 0,
  "firstDrtPassIters": 4,
  "layout_top_cell_excl_fill_tap": "sky130_fd_sc_hd__buf_4",
  "global_route.overflow_total": 0,
  "yosysSeqAreaShare_pct": 27.5,
  "edf_count": 0,
  "clk_transition_reported_paths_ns": 0.03,
  "rrSetupSlack_ns": 0.10,
  "mostFrequentLayoutCells": "23 x sky130_fd_sc_hd__buf_4, 11 x sky130_fd_sc_hd__buf_6, 10 x sky130_fd_sc_hd__buf_2, 9 x sky130_fd_sc_hd__ha_4, 6 x sky130_fd_sc_hd__clkbuf_8",
  "gpl_congestion": 0.821,
  "cp_num_buf_inv": 4,
  "status": "finished, violations left",
  "placement_rows": 22,
  "grt_antenna_before_repair": 0,
  "synth-seq-cells": 8,
  "design.core.area_um2": 3740,
  "path_class": "flip-flop to primary output",
  "post-route-drc-count": 0,
  "hold_end": "cku_p1.bcd[0]",
  "grt_start_max_net_pins": 7,
  "vdd.ir_drop.worst_mv": 0.297,
  "detail_route.wirelength_um": 1880,
  "crit_path_start_kind": "flip-flop",
  "final_total_pwr_uw": 763,
  "clock_tree_from_tritoncts": "done",
  "cp_max_stage_cell": "sky130_fd_sc_hd__dfxtp_4",
  "timing.critical_path.to_type": "primary output",
  "worst_ep_required_time_ns": 1.04,
  "place_ws_ns": -0.491,
  "antenna_cells": 0,
  "yosysWarnings": 3,
  "pre_placement_core_utilization_pct": 15.6,
  "fp.dieW_um": 83,
  "cp.arrival_ns": 1.37,
  "maxCapViolations": 0,
  "hp-class": "flip-flop to flip-flop",
  "timing.critical_path.slowest_cell_delay_ns": 0.37,
  "layout.cells.non_filler": 163,
  "synthesis.area_per_instance_um2": 8.70,
  "globalRouteTotalUtil_pct": 5.39,
  "count_of_pins_over_their_slew_limit": 0,
  "synth_area_leader_cell": "sky130_fd_sc_hd__dfxtp_1",
  "synthDistinctLibCells": 25,
  "timing.reg2reg.worst_path_depth": 7,
  "drt-vias-per-instance": 3.93,
  "grt_first_pass_wirelength_um": 3200,
  "max_slew_margin_pct": 82.7,
  "final-setup-viol-count": 11,
  "reg2reg_from": "cku_p2.bcd[0]",
  "power_per_standard_cell_area_nw_per_um2": 600,
  "chip_area_um2": 6890,
  "synthToLayoutAreaGrowth_pct": 118,
  "ys_cells": 67,
  "post-dp-hpwl_um": 1080,
  "hold_path.startpoint": "cku_p1.bcd[0]",
  "wl_per_cell_um": 11.5,
  "yosysChipArea_um2": 583,
  "ant_nets": 0,
  "critical-path-top-delay-family": "buffers and inverters",
  "grt_pass1_vias": 660,
  "cp_cell_sequence": "inv_6 -> ha_4 -> buf_6 -> nor3b_4 -> buf_4 -> nor3_2 -> buf_2",
  "timing.clock.skew_ns": 0.00377,
  "flop_cell": "sky130_fd_sc_hd__dfxtp_1",
  "mapped_cells": 67,
  "power.leakage_nw": 0.600,
  "setup_repair_after_global_routing_missed_its_margin": "yes",
  "syn_area_um2": 583,
  "layout_setup_ws_ns": -0.334,
  "placedCellCount": 145,
  "worst_hold_path.num_cells": 1,
  "warnings": 38,
  "reg_to_reg_end": "cku_p2.bcd[3]",
  "cts_num_sinks": 8
}
## cells by family after synthesis
logic type | after synthesis | share of synthesized area (%)
AOI/OAI and AO/OA | 11 | 12.9
adders and majority gates | 12 | 25.8
buffers and inverters | 8 | 6.65
DFF | 8 | 27.5
and+or+nand+nor | 28 | 27.3
## final cells by class
| class | instances | area [um2] | share of cell area [%] |
|---|---|---|---|
| sequential | 8 | 178 | 14.0 |
| clock buffer | 6 | 82.6 | 6.50 |
| timing repair buffer | 44 | 347 | 27.3 |
| inverter | 6 | 32.5 | 2.56 |
| multi-input combinational | 51 | 571 | 44.9 |
| tap | 48 | 60.1 | 4.73 |
## worst register-to-register path, stage by stage (launching register included)
cell,delay (ns)
sky130_fd_sc_hd__dfxtp_4,0.37
sky130_fd_sc_hd__inv_4,0.05
sky130_fd_sc_hd__ha_4,0.16
sky130_fd_sc_hd__buf_6,0.12
sky130_fd_sc_hd__buf_4,0.12
sky130_fd_sc_hd__buf_4,0.12
sky130_fd_sc_hd__nand2_1,0.07
sky130_fd_sc_hd__o2bb2ai_1,0.07
## report_power, final
group          switching [mW]    total, mW  internal, mW
clock network           0.129        0.524         0.395
registers                   0        0.239         0.239
logic                       0  0.000000488             0
total                   0.129        0.763         0.634
## state kept, by name, summed over array words and instances, names as in the netlist
name and count:
cku_p1.bcd 4, cku_p2.bcd 4
## synthesized netlist by cell type, types with 2 or more instances
| library cell | count |
|---|---|
| sky130_fd_sc_hd__o21ai_0 | 2 |
| sky130_fd_sc_hd__nor3b_1 | 2 |
| sky130_fd_sc_hd__inv_1 | 6 |
| sky130_fd_sc_hd__nor3_1 | 4 |
| sky130_fd_sc_hd__o22ai_1 | 3 |
| sky130_fd_sc_hd__nor2b_1 | 2 |
| sky130_fd_sc_hd__nand2b_1 | 6 |
| sky130_fd_sc_hd__nor2_1 | 6 |
| sky130_fd_sc_hd__ha_1 | 12 |
| sky130_fd_sc_hd__and2b_1 | 2 |
| sky130_fd_sc_hd__dfxtp_1 | 8 |
## how the worst max path moves through the flow
stage                  to          start  cells after the start
4_1_cts   led_score_p2[1]  cku_p2.bcd[0]                      7
5_1_grt   led_score_p2[1]  cku_p2.bcd[0]                      7
6_report  led_score_p2[1]  cku_p2.bcd[1]                      7
## repair_timing
item / in CTS / in global routing
pin swaps: 17 / 7
gates cloned: 0 / 0
buffers inserted: 12 / 2
endpoints found under the setup margin: 11 / 11
resized: 83 / 11
## metrics by stage
stage / utilization (%) / instance area, um2 / hold slack (ns)
after floorplan: - / 587 / 0.462
after global placement: 24.0 / 898 / 0.508
after detailed placement: 24.0 / 898 / 0.536
after CTS: 32.4 / 1210 / 0.517
after global routing: 33.9 / 1270 / 0.545
final: 33.9 / 1270 / 0.517
## layer usage
metal	vias up	global-route usage, %	part of all wire [%]
met5	-	0	0
met1	289	7.13	50
met4	0	2.15	4.5
met3	7	2.26	6.4
li1	326	-	-
met2	19	7.47	39
